==> design.v <==
module afsm (
    input clk,
    input rst,
    input sec,
    output rled0, gled0, yled0,  
    output [3:0] hex0n,  
    output rled1, gled1, yled1,  
    output [3:0] hex1n  
);
parameter WAY1 = 2'b00;  
parameter WAY2 = 2'b01;
parameter CHR1 = 2'b11;
parameter CHR2 = 2'b10;
wire chr1half, chr2half;
wire chr1done, chr2done;
reg [1:0] state;
wire stateisway1;
assign stateisway1 = state == WAY1;
wire stateisway2;
assign stateisway2 = state == WAY2;
wire stateischr1;
assign stateischr1 = state == CHR1;
wire stateischr2;
assign stateischr2 = state == CHR2;
always_ff @(posedge clk) begin
    if(rst)
    state <= WAY1;
    else
        if(stateisway1)
        state <= chr1half? CHR1 : WAY1;
        else if(stateischr1)
        state <= chr1done? WAY2 : CHR1;       
        else if(stateisway2)
        state <= chr2half? CHR2 : WAY2;
        else if(stateischr2)
        state <= chr2done? WAY1 : CHR2;
        else
        state <= state; 
end
reg [3:0] cntdwn; 
always_ff @(posedge clk) begin
    if(rst)
    cntdwn <= 9;
    else
    if(chr1done|chr2done)
    cntdwn <= 9;
    else if(sec)
    cntdwn <= cntdwn - 1;
end
assign chr1done = cntdwn == 0;
assign chr2done = chr1done;
assign chr1half = cntdwn == 3;
assign chr2half = chr1half;
assign gled0 = stateisway1;  
assign rled0 = stateisway2 | stateischr2;  
assign yled0 = stateischr1;  
assign hex0n = stateisway1? cntdwn - 4 : cntdwn;
assign gled1 = stateisway2;  
assign rled1 = stateisway1 | stateischr1;  
assign yled1 = stateischr2;  
assign hex1n = stateisway2? cntdwn - 4 : cntdwn;  
endmodule
module bcdcnv(
    input [3:0] nmber,
    output [6:0] svnseg
);
reg [6:0] seg;
always @(nmber)
    begin
        case (nmber)  
            0 : seg = 7'b1000000;
            1 : seg = 7'b1111001;
            2 : seg = 7'b0100100;
            3 : seg = 7'b0110000;
            4 : seg = 7'b0011001;
            5 : seg = 7'b0010010;
            6 : seg = 7'b0100000;
            7 : seg = 7'b1111000;
            8 : seg = 7'b0000000;
            9 : seg = 7'b0010000;
            default : seg = 7'b1111111; 
        endcase
    end
assign svnseg = seg;
endmodule
module lab5 (
    input clk,
    input rst,
    input masw,  
    input chrtsw,  
    output lcdrs, lcdrw, lcden,  
    output [7:0] lcddata,
    output rled0, gled0, yled0,  
    output [6:0] hex0,  
    output rled1, gled1, yled1,  
    output [6:0] hex1,  
    output [3:0] hex1nmo,
	output sectest
);
lcddisp ilcddisp (clk,lcden,lcdrs,lcddata);
assign lcdrw = 0;
wire rled0a, rled0m;
assign rled0 = masw? rled0a : rled0m;
wire gled0a, gled0m;
assign gled0 = masw? gled0a : gled0m;
wire yled0a, yled0m;
assign yled0 = masw? yled0a : yled0m;
wire [6:0] hex0a, hex0m;
assign hex0 = masw? hex0a : hex0m;
wire rled1a, rled1m;
assign rled1 = masw? rled1a : rled1m;
wire gled1a, gled1m;
assign gled1 = masw? gled1a : gled1m;
wire yled1a, yled1m;
assign yled1 = masw? yled1a : yled1m;
wire [6:0] hex1a, hex1m;
assign hex1 = masw? hex1a : hex1m;
wire sec;
wire [3:0] hex0na,hex1na;
afsm iafsm (
    clk,
    rst,
	sec,
    rled0a, gled0a, yled0a,  
    hex0na,  
    rled1a, gled1a, yled1a,  
    hex1na  
);
wire [3:0] hex0nm;
wire [3:0] hex1nm;
assign hex1nmo = hex1nm;
mfsm imfsm (
    clk,
    rst,
    sec,
    chrtsw, 
    rled0m, gled0m, yled0m,  
    hex0nm,  
    rled1m, gled1m, yled1m,  
    hex1nm  
);
bcdcnv ibcdcnv1 (hex0na,hex0a);
bcdcnv ibcdcnv2 (hex1na,hex1a);
bcdcnv ibcdcnv3 (hex0nm,hex0m);
bcdcnv ibcdcnv4 (hex1nm,hex1m);
secgen isecgen (clk,rst,sec);
assign sectest = sec;
endmodule
module lab5wr (
    input CLOCK_50,
    input [0:0] KEY,
    input [1:0] SW,  
    output LCD_RS, LCD_RW, LCD_EN,  
    output [7:0] LCD_DATA,
    output LCD_ON, LCD_BLON,
    output [35:0] GPIO_0,
    output [35:0] GPIO_1,
    output [6:0] HEX4,HEX7,
    output [17:0] LEDR,
    output [7:0] LEDG
);
wire rstfix;
wire [3:0] hex1nmo;
assign LCD_ON = 1;
assign LCD_BLON = 1;
assign rstfix = !KEY[0];
wire [6:0] led71;
lab5 ilab5(
    CLOCK_50,
    rstfix,
    SW[0],  
    SW[1],  
    LCD_RS, LCD_RW, LCD_EN,  
    LCD_DATA,
    LEDR[0],LEDG[0],LEDR[2], 
    HEX4,  
	LEDR[1],LEDG[1],LEDR[4], 
    HEX7,  
    hex1nmo, 
    LEDR[10]
);
assign GPIO_0[0] = LEDG[0];
assign GPIO_0[2] = LEDR[2];
assign GPIO_0[4] = LEDR[0];
assign GPIO_0[1] = LEDG[1];
assign GPIO_0[3] = LEDR[4];
assign GPIO_0[5] = LEDR[1];
assign {GPIO_0[34],GPIO_0[35],GPIO_0[33],GPIO_0[32]} = hex1nmo;
assign {GPIO_1[19],GPIO_1[21],GPIO_1[23],GPIO_1[25],GPIO_1[18],GPIO_1[20],GPIO_1[22],GPIO_1[24]} = LCD_DATA;
assign GPIO_1[33] = LCD_EN;
assign GPIO_1[34] = LCD_RW;
assign GPIO_1[35] = LCD_RS;
endmodule
module lcddisp(
  input clk,
  output reg lcd_e, lcd_rs,
  output reg [7:0] data
);
integer j = 1;
reg [7:0] Datas [1:27];
always @(posedge clk) begin
Datas[1]   =  8'h38;   	 
Datas[2]   =  8'h0C;   	 
Datas[3]   =  8'h06;   	 
Datas[4]   =  8'h01;   	 
Datas[5]   =  8'h80;   	 
Datas[6]   =  8'h54;   	 
Datas[7]   =  8'h68;   	 
Datas[8]   =  8'h69;   	 
Datas[9]   =  8'h20;   	 
Datas[10]  =  8'h4E;   	 
Datas[11]  =  8'h67;   	 
Datas[12]  =  8'h68;   	 
Datas[13]  =  8'h69;   	 
Datas[14]  =  8'h65;   	 
Datas[15]  =  8'h6D;   	 
Datas[16]  =  8'h20;   	 
Datas[17]  =  8'h35;   	 
Datas[18]   =  8'hC0;    
Datas[19]  =  8'h42;   	 
Datas[20]  =  8'h4D;   	 
Datas[21]  =  8'h44;   	 
Datas[22]  =  8'h54;   	 
Datas[23]  =  8'h20;   	 
Datas[24]  =  8'h44;   	 
Datas[25]  =  8'h48;   	 
Datas[26]  =  8'h42;   	 
Datas[27]  =  8'h4B;   	 
end
integer i = 0;  
always @(posedge clk) begin
  if (i <= 1000000) begin
  i = i + 1; lcd_e = 1;
  data = Datas[j];
  end
  else if (i > 1000000 & i < 2000000) begin
  i = i + 1; lcd_e = 0;
  end
  else if (i == 2000000) begin
  j = j + 1; i = 0;
  end
  else i = 0;
  if (j <= 5 )
    lcd_rs = 0;  
  else if (j > 5 & j< 18)
    lcd_rs = 1;   
  else if (j == 18)
    lcd_rs = 0;
  else if (j > 27) begin 
    lcd_rs = 1;
    j = 5;
    end
  else
   lcd_rs = 1;
end
endmodule
module mfsm (
    input clk,
    input rst,
    input sec,
    input chrtsw,
    output rled0, gled0, yled0,  
    output [3:0] hex0n,  
    output rled1, gled1, yled1,  
    output [3:0] hex1n  
);
parameter WAY1 = 2'b00;  
parameter WAY2 = 2'b01;
parameter CHR1 = 2'b11;
parameter CHR2 = 2'b10;
wire chr1done, chr2done;
reg [1:0] state;
wire stateisway1;
assign stateisway1 = state == WAY1;
wire stateisway2;
assign stateisway2 = state == WAY2;
wire stateischr1;
assign stateischr1 = state == CHR1;
wire stateischr2;
assign stateischr2 = state == CHR2;
always_ff @(posedge clk) begin
    if(rst)
    state <= chrtsw? WAY1 : WAY2;
    else
        if(stateisway1)
        state <= (chrtsw&sec)? CHR1 : WAY1;
        else if(stateischr1)
        state <= (chr1done)? WAY2 : CHR1;       
        else if(stateisway2)
        state <= (!chrtsw&sec)? CHR2 : WAY2; 
        else if(stateischr2)
        state <= (chr2done&sec)? WAY1 : CHR2;
        else
        state <= state; 
end
reg [1:0] cntdwn; 
always_ff @(posedge clk) begin
    if(rst)
    cntdwn <= 2'd3;
    else if(sec)
    cntdwn <= (stateischr1 | stateischr2)? cntdwn-1 : 3;
end
assign chr1done = cntdwn == 2'b0;
assign chr2done = chr1done;
assign gled0 = stateisway1;  
assign rled0 = stateisway2 | stateischr2;  
assign yled0 = stateischr1;  
assign hex0n = (stateisway1 | stateisway2)? 4'd9 : cntdwn;  
assign gled1 = stateisway2;  
assign rled1 = stateisway1 | stateischr1;  
assign yled1 = stateischr2;  
assign hex1n = (stateisway1 | stateisway2)? 4'd9 : cntdwn;  
endmodule
module secgen (
    input clk,
    input rst,
    output sec
);
parameter CLKCONST = 50000000;  
reg [25:0] temp;  
wire tmpzr;
assign tmpzr = temp == 0;
always_ff @(posedge clk) begin
    if (rst)
    temp <= CLKCONST;  
    else if (tmpzr)
    temp <= CLKCONST;
    else
    temp <= temp - 1;
end
assign sec = tmpzr;
endmodule
==> run.sh <==
#!/bin/bash
# OpenROAD 26Q1-2900-gdf79404cd8, Yosys 0.63+post, stock flow scripts
make -C /OpenROAD-flow-scripts/flow DESIGN_CONFIG=/design/flow/config.mk WORK_HOME=/design/flow/orfs finish
==> config.mk <==
export PLATFORM = sky130hd
export DESIGN_NAME = lab5wr
export DESIGN_NICKNAME = lab5wr
export VERILOG_FILES = /design/flow/design.v
export SDC_FILE = /design/flow/constraint.sdc
export NUM_CORES = 4
export LEC_CHECK = 1
export CORE_UTILIZATION = 40
==> constraint.sdc <==
current_design lab5wr

set clk_period 6.3
set clk_io_pct 0.2

create_clock -name clk0 -period $clk_period [get_ports {CLOCK_50}]

set non_clock_inputs [all_inputs -no_clocks]
set_input_delay [expr $clk_period * $clk_io_pct] -clock clk0 $non_clock_inputs
set_output_delay [expr $clk_period * $clk_io_pct] -clock clk0 [all_outputs]
==> flow_summary.ini <==
; generated from flow reports
[status]
status = completed

[drt]
wirelength_um = 14970
wl_met2_um = 6623
firstDrtPassIters = 5
wl_met1_um = 7478
via_per_inst = 5.052
antenna_cells = 0
drc = 0
routed.top_layer = met4
vias = 5875
post_drt_wl_per_cell_um = 12.87
antenna_left = 0
routed-wl-met3_um = 732
dr.first_iter.drc_count = 370

[clocking]
clk_latency_ns = 0.41
htreeDepth = 4
cts_setup_buffers = 0
cts_root_buffer = clkbuf_16
path_clk_slew_ns = 0.05
hold_buffers = 0
clk_path_buf_depth = 2
numCtsBuffers = 17
cts_sinks = 114
cts_tree = done
cts_resized = 0

[cells_and_area]
area_delta_synth_final_pct = 11.82
fin_cells = 1163
final_design_area_no_fill_mm2 = 0.008024
drive_gt1_share_pct = 5.224
final_cell_mix = nor2_1, dfxtp_1, nand2_1
mostFrequentLayoutCell = nor2_1

[timing]
worst_pin_slew_ns = 0.8676
fin_setup_tns_ns = 0
fin_crit_sh_pct = 71.94
relSlewSlack_pct = 41.62
max_freq_mhz = 220.6
rsz0062_at_grt = false
skew_ns = 0.008220
setup_viol = 0
min_period_ns = 4.532
maxSlewViolCount = 0
hold_viol_final = 0

[power_and_ir_drop]
total_power_uw = 1892
ir_drop_uv = 217.7
power.density_mw_per_mm2 = 235.8
cellLeakagePower_uw = 0.003090

[worst_setup_path]
cp-start-kind = flop
end_kind = output pin
rrSetupSlack_ns = 1.98
crit_path_max_fanout = 14
required_ns = 5.04
crit_path_start = ilab5.isecgen.temp[4]
r2r_end = ilab5.ilcddisp.j[0]
r2r_start = ilab5.ilcddisp.i[2]
worstPathArrival_ns = 3.27
path_class = reg -> out
rr_worst_depth = 8

[yosys]
synthCells = 918
synth-edff-count = 8
synth_stat.cells = 918
largest_area_cell = dfxtp_1
top_cell_area_share_pct = 29.57
ff_type = dfxtp_1
ys_types = 66
ys_area_mm2 = 0.007176
top_cells_by_area = dfxtp_1, buf_4, nor2_1
avgSynthCellArea_um2 = 7.817
netlist_area_mm2 = 0.007176
ys_ff = 114
synth_warnings = 84
async_reset_ff_share_pct = 0
synth_seq_share_pct = 32.92

[worst_hold_path]
worstHoldStart = ilab5.isecgen.temp[0]
hold_depth = 1
holdPathEnd = ilab5.isecgen.temp[0]
holdCritPathClass = reg -> reg

[placement]
place_inst = 1131
post_dp_cell_area_mm2 = 0.007377
hpwl_um = 10490
place_congestion = 0.8587
portBuffers = 53

[global_routing]
gr-usage-all-layers_pct = 16.97
grt_pass1_vias = 5117
grt_max_degree = 28
antenna_found_initial = 0
overflow = 0
grt_pass1_wl_um = 25030

[floorplanning]
top_level_ports = 129
coreArea_mm2 = 0.01742
die-area_mm2 = 0.01848
die_h_um = 135.9
rows = 48
fp_util_pct = 41.20
die_w_um = 135.9

[run]
warnings = 33
maxCapViolCount = 0
## final cells by class
cell class	count	area [um^2]
well taps	225	281.5
multi-input cells	704	4056
repair buffers	57	560.5
inverters	31	116.4
clock inverters	13	214.0
flip-flops and latches	114	2362
clock buffers	19	432.9
fillers	1668	9393
## sequential cells by signal, summed over array words and instances (netlist names)
register               cells
ilab5.isecgen.temp        26
ilab5.imfsm.state          4
ilab5.ilcddisp.lcd_rs      1
ilab5.ilcddisp.data        8
ilab5.imfsm.cntdwn         2
ilab5.iafsm.cntdwn         4
ilab5.ilcddisp.lcd_e       1
ilab5.ilcddisp.j          32
ilab5.ilcddisp.i          32
ilab5.iafsm.state          4
## report_power, final
group	internal, uW	switching (uW)
clock network	734	325
logic	39.3	34.6
registers	745	14.2
total	1520	374
## cell usage after synthesis, types with 5 or more instances
master / instances
a211oi_1: 5
o21ai_0: 38
o31ai_1: 11
a31oi_1: 6
nor2_1: 117
and3_1: 10
or4_1: 9
or2_2: 6
a21oi_1: 28
a21o_1: 8
edfxtp_1: 8
a32oi_1: 6
clkbuf_1: 36
or3_1: 6
nand2_1: 87
nand4_1: 27
nor4_1: 25
ha_1: 15
buf_4: 98
dfxtp_1: 106
and2_1: 10
inv_1: 30
xnor2_1: 47
nor3_1: 23
nand3_1: 43
nor2b_1: 13
xor2_1: 33
## worst max-delay path by stage
stage | end | cells past startpoint | slack (ns)
CTS | LEDR[10] | 7 | 1.73
global route | LEDR[10] | 7 | 1.37
finish | LEDR[10] | 7 | 1.77
## layer usage
| metal | vias up | GRT usage, % |
|---|---|---|
| met1 | 2678 | 25.65 |
| met3 | 10 | 2.850 |
| met2 | 146 | 26.70 |
| li1 | 3041 | - |
| met4 | 0 | 1.914 |
| met5 | - | 0 |
## metrics by stage
stage / setup WS (ns) / hold WS [ns] / utilization [%]
global route: 1.370 / 0.4851 / 46.07
floorplan: 2.723 / 0.4258 / -
finish: 1.768 / 0.4603 / 46.07
global placement: 1.797 / 0.4384 / 42.36
CTS: 1.726 / 0.4666 / 46.07
detailed placement: 1.798 / 0.4465 / 42.36
## worst max-delay path, stage by stage, from the launching register on
cell             delay, ns
dfxtp_1               0.32
nor4_1                0.41
nand3_1               0.24
nor3_1                0.40
and2_1                0.31
nand3b_1              0.23
inv_1                 0.40
clkdlybuf4s50_1       0.55
## cell families (layout without fill, tap and decap cells)
kind of cell,after synthesis,count (layout),synth area share (%)
AND/OR/NAND/NOR,393,393,26.90
buffers and inverters,173,120,14.47
AND-OR/OR-AND,136,136,12.38
flip-flops,114,114,32.92
XOR/XNOR,80,80,9.765
adder cells (fa/ha/maj),15,15,2.616
multiplexers,5,5,0.8369
other,2,75,0.1047
